**./run.sh**
```bash
#!/bin/bash
# OpenROAD 26Q1-2900-gdf79404cd8, Yosys 0.63+post, stock flow scripts
make -C /OpenROAD-flow-scripts/flow DESIGN_CONFIG=/design/flow/config.mk WORK_HOME=/design/flow/orfs finish
```
**./config.mk**
```make
export PLATFORM = sky130hd
export DESIGN_NAME = Snake_ctrl_module
export DESIGN_NICKNAME = Snake_ctrl_module
export VERILOG_FILES = /design/flow/design.v
export SDC_FILE = /design/flow/constraint.sdc
export NUM_CORES = 4
export LEC_CHECK = 1
export CORE_UTILIZATION = 30
```
**./constraint.sdc**
```tcl
current_design Snake_ctrl_module

set clk_period 30.7
set clk_io_pct 0.2

create_clock -name clk0 -period $clk_period [get_ports {Clk_50mhz}]

set non_clock_inputs [all_inputs -no_clocks]
set_input_delay [expr $clk_period * $clk_io_pct] -clock clk0 $non_clock_inputs
set_output_delay [expr $clk_period * $clk_io_pct] -clock clk0 [all_outputs]
```
**./design.v**
```verilog
module Snake_ctrl_module 
(
	input Clk_50mhz, 
	input Rst_n, 
	input Key_left, 
	input Key_right, 
	input Key_up, 
	input Key_down, 
	output reg [1:0] Object, 
	input [9:0] Pixel_x, 
	input [9:0] Pixel_y, 
	output [5:0] Head_x,	 
	output [5:0] Head_y, 
	input Body_add_sig, 
	input [2:0] Game_status, 
	output reg Hit_body_sig, 
	output reg Hit_wall_sig, 
	input Flash_sig 
);
	localparam Up = 2'b00;
	localparam Down = 2'b01;
	localparam Left = 2'b10;
	localparam Right = 2'b11;
	localparam NONE = 2'b00;
	localparam HEAD = 2'b01;
	localparam BODY = 2'b10;
	localparam WALL = 2'b11;
	parameter   _END = 3'b100;
	reg [6:0] Body_num; 
	reg [31:0] Count; 
	wire [1:0] Direct;
	reg [1:0] Direct_r; 
	reg [1:0] Direct_next; 
	assign Direct = Direct_r;
	reg Direct_left; 
	reg Direct_right; 
	reg Direct_up; 
	reg Direct_down; 
	reg [5:0] Body_x [15:0]; 
	reg [5:0] Body_y [15:0]; 
	reg [15:0] Snake_light_sig; 
	reg [2:0] color; 
	assign Head_x = Body_x[0]; 
	assign Head_y = Body_y[0];
	always @ (posedge Clk_50mhz or negedge Rst_n)
	begin
		if(!Rst_n)
			Direct_r <= Right; 
		else
			Direct_r <= Direct_next;
	end
	always @ (posedge Clk_50mhz or negedge Rst_n)
	begin
		if(!Rst_n)
		begin
			Count <= 32'd0;
			Body_x[0] <= 6'd10; 
			Body_y[0] <= 6'd5; 
			Body_x[1] <= 6'd9; 
			Body_y[1] <= 6'd5; 
			Body_x[2] <= 6'd8; 
			Body_y[2] <= 6'd5; 
			Body_x[3] <= 6'd9;
			Body_y[3] <= 6'd5;
			Body_x[4] <= 6'd10;
			Body_y[4] <= 6'd5;
			Body_x[5] <= 6'd0;
			Body_y[5] <= 6'd0;
			Body_x[6] <= 6'd0;
			Body_y[6] <= 6'd0;
			Body_x[7] <= 6'd0;
			Body_y[7] <= 6'd0;
			Body_x[8] <= 6'd0;
			Body_y[8] <= 6'd0;
			Body_x[9] <= 6'd0;
			Body_y[9] <= 6'd0;
			Body_x[10] <= 6'd0;
			Body_y[10] <= 6'd0;
			Body_x[11] <= 6'd0;
			Body_y[11] <= 6'd0;
			Body_x[12] <= 6'd0;
			Body_y[12] <= 6'd0;
			Body_x[13] <= 6'd0;
			Body_y[13] <= 6'd0;
			Body_x[14] <= 6'd0;
			Body_y[14] <= 6'd0;
			Body_x[15] <= 6'd0;
			Body_y[15] <= 6'd0;
			Hit_wall_sig <= 1'd0;
			Hit_body_sig <= 1'd0;
		end
		else	if(Count == 32'd12_500_000)  
				begin
					Count <= 32'd0;
					if(Game_status == _END)
					begin
						Body_x[0] <= 6'd10; 
						Body_y[0] <= 6'd5; 
						Body_x[1] <= 6'd9; 
						Body_y[1] <= 6'd5; 
						Body_x[2] <= 6'd8; 
						Body_y[2] <= 6'd5; 
						Body_x[3] <= 6'd0;
						Body_y[3] <= 6'd0;
						Body_x[4] <= 6'd0;
						Body_y[4] <= 6'd0;
						Body_x[5] <= 6'd0;
						Body_y[5] <= 6'd0;
						Body_x[6] <= 6'd0;
						Body_y[6] <= 6'd0;
						Body_x[7] <= 6'd0;
						Body_y[7] <= 6'd0;
						Body_x[8] <= 6'd0;
						Body_y[8] <= 6'd0;
						Body_x[9] <= 6'd0;
						Body_y[9] <= 6'd0;
						Body_x[10] <= 6'd0;
						Body_y[10] <= 6'd0;
						Body_x[11] <= 6'd0;
						Body_y[11] <= 6'd0;
						Body_x[12] <= 6'd0;
						Body_y[12] <= 6'd0;
						Body_x[13] <= 6'd0;
						Body_y[13] <= 6'd0;
						Body_x[14] <= 6'd0;
						Body_y[14] <= 6'd0;
						Body_x[15] <= 6'd0;
						Body_y[15] <= 6'd0;
						Hit_wall_sig <= 1'd0;
						Hit_body_sig <= 1'd0;
					end
					else
					begin 
						if(((Direct == Up) && (Body_y[0] == 6'd1)) | 
							((Direct == Down) && (Body_y[0] == 6'd28)) | 
							((Direct == Left) && (Body_x[0] == 6'd1)) | 
							((Direct == Right) && (Body_x[0] == 6'd38)))
							Hit_wall_sig <= 1'd1;
						else if(((Body_y[0] == Body_y[1]) && (Body_x[0] == Body_x[1]) && (Snake_light_sig[1] == 1'd1)) | 
								((Body_y[0] == Body_y[2]) && (Body_x[0] == Body_x[2]) && (Snake_light_sig[2] == 1'd1)) | 
								((Body_y[0] == Body_y[3]) && (Body_x[0] == Body_x[3]) && (Snake_light_sig[3] == 1'd1)) | 
								((Body_y[0] == Body_y[4]) && (Body_x[0] == Body_x[4]) && (Snake_light_sig[4] == 1'd1)) | 
								((Body_y[0] == Body_y[5]) && (Body_x[0] == Body_x[5]) && (Snake_light_sig[5] == 1'd1)) | 
								((Body_y[0] == Body_y[6]) && (Body_x[0] == Body_x[6]) && (Snake_light_sig[6] == 1'd1)) | 
								((Body_y[0] == Body_y[7]) && (Body_x[0] == Body_x[7]) && (Snake_light_sig[7] == 1'd1)) | 
								((Body_y[0] == Body_y[8]) && (Body_x[0] == Body_x[8]) && (Snake_light_sig[8] == 1'd1)) | 
								((Body_y[0] == Body_y[9]) && (Body_x[0] == Body_x[9]) && (Snake_light_sig[9] == 1'd1)) | 
								((Body_y[0] == Body_y[10]) && (Body_x[0] == Body_x[10]) && (Snake_light_sig[10] == 1'd1)) | 
								((Body_y[0] == Body_y[11]) && (Body_x[0] == Body_x[11]) && (Snake_light_sig[11] == 1'd1)) | 
								((Body_y[0] == Body_y[12]) && (Body_x[0] == Body_x[12]) && (Snake_light_sig[12] == 1'd1)) | 
								((Body_y[0] == Body_y[13]) && (Body_x[0] == Body_x[13]) && (Snake_light_sig[13] == 1'd1)) | 
								((Body_y[0] == Body_y[14]) && (Body_x[0] == Body_x[14]) && (Snake_light_sig[14] == 1'd1)) | 
								((Body_y[0] == Body_y[15]) && (Body_x[0] == Body_x[15]) && (Snake_light_sig[15] == 1'd1)))
								Hit_body_sig <= 1'd1; 
						else
						begin 
							Body_x[1] <= Body_x[0];
							Body_y[1] <= Body_y[0];
							Body_x[2] <= Body_x[1];
							Body_y[2] <= Body_y[1];
							Body_x[3] <= Body_x[2];
							Body_y[3] <= Body_y[2];
							Body_x[4] <= Body_x[3];
							Body_y[4] <= Body_y[3];
							Body_x[5] <= Body_x[4];
							Body_y[5] <= Body_y[4];
							Body_x[6] <= Body_x[5];
							Body_y[6] <= Body_y[5];
							Body_x[7] <= Body_x[6];
							Body_y[7] <= Body_y[6];
							Body_x[8] <= Body_x[7];
							Body_y[8] <= Body_y[7];
							Body_x[9] <= Body_x[8];
							Body_y[9] <= Body_y[8];
							Body_x[10] <= Body_x[9];
							Body_y[10] <= Body_y[9];
							Body_x[11] <= Body_x[10];
							Body_y[11] <= Body_y[10];
							Body_x[12] <= Body_x[11];
							Body_y[12] <= Body_y[11];
							Body_x[13] <= Body_x[12];
							Body_y[13] <= Body_y[12];
							Body_x[14] <= Body_x[13];
							Body_y[14] <= Body_y[13];
							Body_x[15] <= Body_x[14];
							Body_y[15] <= Body_y[14];
							case(Direct) 
								Up:
									begin
									if(Body_y[0] == 6'd1) 
											Hit_wall_sig <= 1'd1;
										else
											Body_y[0] <= Body_y[0] - 6'd1; 
									end
								Down:
									begin
										if(Body_y[0] == 6'd28)
											Hit_wall_sig <= 1'd1;
										else
											Body_y[0] <= Body_y[0] + 6'd1;
									end
								Left:
									begin
										if(Body_x[0] == 6'd1)
											Hit_wall_sig <= 1'd1;
										else
											Body_x[0] <= Body_x[0] - 6'd1; 
									end
								Right:
									begin
										if(Body_x[0] == 6'd38)
											Hit_wall_sig <= 1'd1;
										else
											Body_x[0] <= Body_x[0] + 6'd1;
									end
							endcase																	
						end					
					end
			end 
		else
			Count <= Count + 32'd1; 
	end
	always @ (posedge Clk_50mhz) 
	begin
		if(Key_left == 1'd1)
				Direct_left <= 1'd1; 
		else if(Key_right == 1'd1)
				Direct_right <= 1'd1;
		else if(Key_up == 1'd1)
				Direct_up <= 1'd1;
		else if(Key_down == 1'd1)
				Direct_down <= 1'd1;			
		else 
		begin
			Direct_left <= 1'd0;
			Direct_right <= 1'd0;
			Direct_up <= 1'd0;
			Direct_down <= 1'd0;
		end
	end
	always @ (*) 
	begin    
		Direct_next = Right; 
		case(Direct)
			Up: 
				begin
					if(Direct_left)
						Direct_next = Left;
					else if(Direct_right)
						Direct_next = Right;
					else
						Direct_next = Up;
				end
			Down:
				begin
					if(Direct_left)
						Direct_next = Left;
					else if(Direct_right)
						Direct_next = Right;
					else
						Direct_next = Down;
				end		
			Left:
				begin
					if(Direct_up)
						Direct_next = Up;
					else if(Direct_down)
						Direct_next = Down;
					else
						Direct_next = Left;
				end
			Right:
				begin
					if(Direct_up)
						Direct_next = Up;
					else if(Direct_down)
						Direct_next = Down;
					else
						Direct_next = Right;
				end		
		endcase
	end
	reg Eaten_sig; 
	always @ (posedge Clk_50mhz or negedge Rst_n) 
	begin
		if(!Rst_n)
		begin
			Snake_light_sig <= 16'd7; 
			Body_num <= 7'd3;
			Eaten_sig <= 1'd0; 
		end		
		else if(Game_status == _END)
				begin
					Body_num <= 7'd3;
					Eaten_sig <= 1'd0;
					Snake_light_sig <= 16'd7;
				end 
		else				
		begin 
			case(Eaten_sig)
				1'd0	:
					begin
						if(Body_add_sig)
						begin
							Body_num <= Body_num + 7'd1;
							Snake_light_sig[Body_num] <= 1'b1;
							Eaten_sig <= 1'd1; 
						end
						else
							Snake_light_sig[Body_num] <= Snake_light_sig[Body_num];
					end
				1'd1	:
					begin
						if(!Body_add_sig) 
							Eaten_sig <= 0;
						else
							Eaten_sig <= Eaten_sig;
					end
			endcase
		end
	end
	always @ (Pixel_x or Pixel_y or Snake_light_sig or Flash_sig) 
	begin
		if((Pixel_x >= 10'd0) && (Pixel_x < 10'd640) && (Pixel_y >= 10'd0) && (Pixel_y < 10'd480)) 
		begin
			if(Pixel_x[9:4] == 6'd0 |
				Pixel_y[9:4] == 6'd0 | 
				Pixel_x[9:4] == 6'd39 | 
				Pixel_y[9:4] == 6'd29)
				Object = WALL; 
			else if(Pixel_x[9:4] == Body_x[0] && Pixel_y[9:4] == Body_y[0] && Snake_light_sig[0] == 1'd1) 
					Object = (Flash_sig == 1'd1)?		HEAD		:		NONE; 
			else if(((Pixel_x[9:4] == Body_x[1]) && (Pixel_y[9:4] == Body_y[1]) && (Snake_light_sig[1] == 1'd1)) | 
					 ((Pixel_x[9:4] == Body_x[2]) && (Pixel_y[9:4] == Body_y[2]) && (Snake_light_sig[2] == 1'd1)) | 
					 ((Pixel_x[9:4] == Body_x[3]) && (Pixel_y[9:4] == Body_y[3]) && (Snake_light_sig[3] == 1'd1)) | 
					 ((Pixel_x[9:4] == Body_x[4]) && (Pixel_y[9:4] == Body_y[4]) && (Snake_light_sig[4] == 1'd1)) | 
					 ((Pixel_x[9:4] == Body_x[5]) && (Pixel_y[9:4] == Body_y[5]) && (Snake_light_sig[5] == 1'd1)) | 
					 ((Pixel_x[9:4] == Body_x[6]) && (Pixel_y[9:4] == Body_y[6]) && (Snake_light_sig[6] == 1'd1)) | 
					 ((Pixel_x[9:4] == Body_x[7]) && (Pixel_y[9:4] == Body_y[7]) && (Snake_light_sig[8] == 1'd1)) | 
					 ((Pixel_x[9:4] == Body_x[8]) && (Pixel_y[9:4] == Body_y[8]) && (Snake_light_sig[8] == 1'd1)) | 
					 ((Pixel_x[9:4] == Body_x[9]) && (Pixel_y[9:4] == Body_y[9]) && (Snake_light_sig[9] == 1'd1)) | 
					 ((Pixel_x[9:4] == Body_x[10]) && (Pixel_y[9:4] == Body_y[10]) && (Snake_light_sig[10] == 1'd1)) | 
					 ((Pixel_x[9:4] == Body_x[11]) && (Pixel_y[9:4] == Body_y[11]) && (Snake_light_sig[11] == 1'd1)) | 
					 ((Pixel_x[9:4] == Body_x[12]) && (Pixel_y[9:4] == Body_y[12]) && (Snake_light_sig[12] == 1'd1)) | 
					 ((Pixel_x[9:4] == Body_x[13]) && (Pixel_y[9:4] == Body_y[13]) && (Snake_light_sig[13] == 1'd1)) | 
					 ((Pixel_x[9:4] == Body_x[14]) && (Pixel_y[9:4] == Body_y[14]) && (Snake_light_sig[14] == 1'd1)) | 
					 ((Pixel_x[9:4] == Body_x[15]) && (Pixel_y[9:4] == Body_y[15]) && (Snake_light_sig[15] == 1'd1)))
					Object = (Flash_sig == 1)?		BODY		:		NONE; 
			else 
					Object = NONE;
		end
		else
			Object = NONE;
	end
endmodule
```
==> impl_table.tex <==
% Generated from flow reports
\begin{tabular}{lr}
\hline
Metric & Value \\
\hline
\multicolumn{2}{l}{\textbf{Outcome}} \\
\quad Result of the run & complete, no violations \\
\multicolumn{2}{l}{\textbf{Synthesis}} \\
\quad Xor and xnor area share after synthesis & 0.2267 \\
\quad Mapped Avg Cell Area & 8.596 um\^{}2 \\
\quad Unique cell types & 65 \\
\quad Adders+Majority by Area & 0.009571 \\
\quad Multiplexer share of the synthesized area & 0.01212 \\
\quad Complex Gates by Area & 0.03438 \\
\quad Post-synth tally of flip-flops with integrated enable & 3 \\
\quad Netlist Area Pre-Place & about 0.016 mm\^{}2 \\
\quad Yosys stat cell total & 1825 \\
\quad Sequential share of the synthesized area & 0.4142 \\
\quad Asr flop ratio synth & 0.9845 \\
\quad Ys flops & 258 \\
\quad Area fraction in and, or, nand and nor cells & 0.2631 \\
\quad Area of the synthesized netlist per yosys stat & 0.01569 mm\^{}2 \\
\quad Yosys warnings & 3 \\
\quad Number of instances in the synthesized netlist & approximately 1800 \\
\quad Main kind of combinational logic by area & simple AND/OR/NAND/NOR gates \\
\quad Dominant register cell & sky130\_fd\_sc\_hd\_\_dfrtp\_1 \\
\multicolumn{2}{l}{\textbf{Timing}} \\
\quad Max-Slew Margin vs Limit & 0.3786 \\
\quad Crit path time final & around 15 ns \\
\quad Transition time of the tightest slew-check pin & slightly above 0.9 ns \\
\quad Max Clk Rate & 65.95 MHz \\
\quad Worst slack on hold paths & 0.4836 ns \\
\quad Sum Neg Setup Slack & 0 ns \\
\quad Share of the clock period used by the worst path & 0.4939 \\
\quad Total of endpoints with negative setup slack in the final report & 0 \\
\quad Clock tree skew after final layout & 0.01140 ns \\
\quad Final hold viol count & 0 \\
\quad Max Transition Viols Final & 0 \\
\quad RSZ-0062 raised after global routing & no \\
\multicolumn{2}{l}{\textbf{Detailed routing}} \\
\quad Detailed-route via count & approximately 12000 \\
\quad Antenna-violating nets left & 0 \\
\quad Avg Vias per Cell & 4.960 \\
\quad Number of optimization iterations in the first detailed-route pass & 6 \\
\quad Detailed Route WL & roughly 45000 um \\
\quad Total DRC errors in the routed layout & 0 \\
\quad First DRT Iteration DRCs & $\sim$990 \\
\quad DR WL/cell & 17.72 um \\
\quad Number of antenna diodes & 0 \\
\multicolumn{2}{l}{\textbf{Placed design}} \\
\quad Placed Instance Area & around 0.017 mm\^{}2 \\
\quad Detailed placement HPWL & 27690 um \\
\quad Port Buffers & 38 \\
\quad Post-Place Cells & approximately 2500 \\
\quad Placer congestion estimate & around 0.89 \\
\multicolumn{2}{l}{\textbf{Global route}} \\
\quad Vias in the first global route & approximately 12000 \\
\quad Antenna violations before repair & 0 \\
\quad Largest net degree at the start of global routing & between 150 and 200 \\
\quad First-pass GRT wire length & 72070 um \\
\quad Congestion Overflow GR & 0 \\
\quad Overall global routing resource usage & 0.1765 \\
\multicolumn{2}{l}{\textbf{Clock tree}} \\
\quad Clock tree from TritonCTS & built \\
\quad Number of buffers added for setup after CTS & 0 \\
\quad Buffer type at the clock tree root & sky130\_fd\_sc\_hd\_\_clkbuf\_16 \\
\quad Maximum level of the CTS H-tree & 1 \\
\quad Post\_cts resized & 0 \\
\quad Clock Sinks & 258 \\
\quad Clock-pin transition on the worst setup and hold timing paths & 0.06 ns \\
\quad Clock insertion delay at the later pin of the skew report & 0.56 ns \\
\quad TritonCTS Buffers & 29 \\
\quad Number of buffers added to fix hold violations after cts & 0 \\
\quad Number of buffers on the longest clock path & 3 \\
\multicolumn{2}{l}{\textbf{Final layout}} \\
\quad Post-route cell area & 0.01768 mm\^{}2 \\
\quad Fraction of final layout cells sized beyond drive strength 1 & 0.06638 \\
\quad Post-route insts no fill & approximately 2500 \\
\quad Layout overhead on the synthesized area & 12.73\% \\
\multicolumn{2}{l}{\textbf{Job}} \\
\quad Stage-log warning count & between 40 and 50 \\
\quad Maximum Capacitance Violations & 0 \\
\multicolumn{2}{l}{\textbf{Floorplan}} \\
\quad Die area & 0.05321 mm\^{}2 \\
\quad Standard-cell row count & 83 \\
\quad Die X-Extent & 230.7 um \\
\quad Vert. Die Dim & 230.7 um \\
\quad Pre-Place Util & 0.3046 \\
\quad Total I/O pin count & 47 \\
\quad Area of the placeable core & 0.05151 mm\^{}2 \\
\multicolumn{2}{l}{\textbf{Power}} \\
\quad Switching power of the nets & 0.2290 mW \\
\quad Clock Power Share & 0.439 \\
\quad Portion of total power attributed to sequential cells & 0.438 \\
\quad Sw Ratio & 0.2654 \\
\quad Max IR drop VDD & 34.84 uV \\
\quad Cell internal pwr & 0.6338 mW \\
\quad Leakage power & roughly 7.8 nW \\
\quad Cell Pwr Density & between 40 and 50 mW/mm\^{}2 \\
\quad Power share of the combinational group & 0.123 \\
\multicolumn{2}{l}{\textbf{Setup path}} \\
\quad Arrival time at the worst endpoint & 9.02 ns \\
\quad Maximum fanout along the worst path & 19 \\
\quad CP startpoint kind & primary input \\
\quad CP required & 24.56 ns \\
\quad Startpoint-to-endpoint class of the critical path & in2out \\
\quad Nature of the critical path endpoint & primary output \\
\multicolumn{2}{l}{\textbf{Min path}} \\
\quad Classification of the worst-slack hold path & reg2reg \\
\hline
\end{tabular}
cell families (layout without fill, tap and decap cells):
family	count (synthesis)	after routing
AND-OR/OR-AND	83	83
XOR/XNOR	406	406
adder cells (fa/ha/maj)	12	12
buffers and inverters	130	143
flip-flops	258	258
multiplexers	14	14
AND/OR/NAND/NOR	922	922
flip-flops by register name, indices dropped and copies added (netlist names):
register / cells
Direct_up: 1
Direct_down: 1
Body_num: 7
Hit_body_sig: 1
Hit_wall_sig: 1
Count: 32
Direct_right: 1
Eaten_sig: 1
Direct_left: 1
Snake_light_sig: 16
Body_y: 96
Direct_r: 4
Body_x: 96
through the flow:
step,setup WS (ns),utilization,power [mW]
finish,15.54,0.3433,0.8628
CTS,15.54,0.3433,0.8699
detailed placement,15.57,0.3232,0.4889
global route,15.36,0.3433,0.8962
floorplan,16.69,-,0.4514
global placement,15.59,0.3232,0.4877
worst max-delay path: stages:
cell and delay [ns]:
sky130_fd_sc_hd__clkdlybuf4s50_1 0.46, sky130_fd_sc_hd__buf_4 0.39, sky130_fd_sc_hd__xor2_1 0.14, sky130_fd_sc_hd__nor4_1 0.50
sky130_fd_sc_hd__nand3_1 0.22, sky130_fd_sc_hd__o22ai_1 0.20, sky130_fd_sc_hd__nor4_1 0.13, sky130_fd_sc_hd__a21o_1 0.20
sky130_fd_sc_hd__a21oi_1 0.14, sky130_fd_sc_hd__clkdlybuf4s50_1 0.50
synthesized netlist by cell type (all sizes together) (3+ instances only):
cell / n / share of area
a211oi: 5 / 0.0024
a21o: 3 / 0.0014
a21oi: 26 / 0.0083
a31oi: 6 / 0.0028
and2: 3 / 0.0012
and3: 4 / 0.0016
and4: 3 / 0.0017
buf: 61 / 0.023
clkbuf: 49 / 0.012
dfrtp: 229 / 0.37
dfstp: 25 / 0.042
edfxtp: 3 / 0.0057
ha: 12 / 0.0096
inv: 20 / 0.0048
mux2i: 10 / 0.0064
mux4: 4 / 0.0057
nand2: 594 / 0.14
nand2b: 5 / 0.0025
nand3: 43 / 0.014
nand3b: 3 / 0.0014
nand4: 78 / 0.032
nor2: 70 / 0.017
nor2b: 8 / 0.0032
nor3: 26 / 0.010
nor3b: 3 / 0.0014
nor4: 54 / 0.022
nor4b: 3 / 0.0017
o211ai: 4 / 0.0019
o21ai: 19 / 0.0061
o22ai: 4 / 0.0016
or3: 13 / 0.0055
or4: 7 / 0.0036
xnor2: 293 / 0.16
xor2: 113 / 0.063
power groups by stage:
stage         Clock (mW)  Combinational [mW]  Sequential, mW
finish             0.379               0.107           0.378
global route       0.399               0.118           0.380
CTS                0.386               0.107           0.378
placed cells by master, fill, tap and decap left out, types with 5 or more instances in the layout:
master	instances
sky130_fd_sc_hd__nor2b_1	8
sky130_fd_sc_hd__xnor2_1	293
sky130_fd_sc_hd__clkbuf_1	8
sky130_fd_sc_hd__nor4_1	53
sky130_fd_sc_hd__a211oi_1	5
sky130_fd_sc_hd__dfstp_2	25
sky130_fd_sc_hd__nand3_1	42
sky130_fd_sc_hd__inv_1	20
sky130_fd_sc_hd__or4_1	6
sky130_fd_sc_hd__buf_4	30
sky130_fd_sc_hd__a21oi_1	26
sky130_fd_sc_hd__o21ai_0	18
sky130_fd_sc_hd__a31oi_1	5
sky130_fd_sc_hd__xor2_1	113
sky130_fd_sc_hd__ha_1	12
sky130_fd_sc_hd__clkdlybuf4s50_1	37
sky130_fd_sc_hd__bufinv_16	6
sky130_fd_sc_hd__clkbuf_8	6
sky130_fd_sc_hd__or3_1	12
sky130_fd_sc_hd__nand2_1	594
sky130_fd_sc_hd__nand4_1	77
sky130_fd_sc_hd__clkbuf_16	29
sky130_fd_sc_hd__dfrtp_1	229
sky130_fd_sc_hd__mux2i_1	10
sky130_fd_sc_hd__nor3_1	22
sky130_fd_sc_hd__nor2_1	70
per-layer routing:
metal	vias to the layer above	share of wire	track usage
li1	5949	-	-
met1	6069	0.45	0.2611
met2	388	0.44	0.2625
met3	84	0.078	0.04314
met4	0	0.031	0.04822
met5	-	0	0
final timing paths:
path | startpoint | to | slack (ns) | depth (start not counted)
max | Pixel_x[9] | Object[1] | 15.54 | 10
min | Count[26] | Count[26] | 0.48 | 1
max reg2reg | Body_x[0][3] | Body_y[9][5] | 26.75 | 10
min reg2reg | Count[26] | Count[26] | 0.48 | 1
max in group asynchronous | Rst_n | Snake_light_sig[11] | 23.21 | 3
min in group asynchronous | Rst_n | Body_y[7][5] | 5.61 | 1
cell type report:
class | instances | area, um^2
fill | 5212 | 33820
multi-input combinational | 1437 | 8572
sequential | 258 | 6497
tap | 680 | 850.8
clock buffer | 43 | 838.3
timing repair buffer | 70 | 650.6
clock inverter | 10 | 200.2
inverter | 20 | 75.07
Power is estimated from default activity; no workload was simulated.
