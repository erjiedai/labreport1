==> /design/flow/run.sh <==
#!/bin/bash
# OpenROAD 26Q1-2900-gdf79404cd8, Yosys 0.63+post, stock flow scripts
make -C /OpenROAD-flow-scripts/flow DESIGN_CONFIG=/design/flow/config.mk WORK_HOME=/design/flow/orfs finish
==> /design/flow/config.mk <==
export PLATFORM = sky130hd
export DESIGN_NAME = end_Vga_control
export DESIGN_NICKNAME = end_Vga_control
export VERILOG_FILES = /design/flow/design.v
export SDC_FILE = /design/flow/constraint.sdc
export NUM_CORES = 4
export LEC_CHECK = 1
export CORE_AREA = 10 10 176 176
export DIE_AREA = 0 0 186 186
==> /design/flow/constraint.sdc <==
current_design end_Vga_control

set clk_period 8.7
set clk_io_pct 0.2

create_clock -name clk0 -period $clk_period [get_ports {CLK_40M}]

set non_clock_inputs [all_inputs -no_clocks]
set_input_delay [expr $clk_period * $clk_io_pct] -clock clk0 $non_clock_inputs
set_output_delay [expr $clk_period * $clk_io_pct] -clock clk0 [all_outputs]
==> /design/flow/design.v <==
module end_Vga_control		 
(
	input CLK_40M,            
	input RSTn,               
	input end_Ready_sig,      
	input [10:0] Row_add,     
	input [10:0] Column_add,  
	input [255:0] Rom_data,   
	output [10:0] Rom_add,    
	output end_Vga_red,       
	output end_Vga_green,     
	output end_Vga_blue       
);
	reg [10:0] m;   
	reg [10:0] n;   
	always @ (posedge CLK_40M or negedge RSTn)
	begin
		if (!RSTn)   
			begin
				m <= 11'd 0;   
				n <= 11'd 0;   
			end
		else
			begin
				n <= (end_Ready_sig && ((11'd0 + 11'd200) < Column_add ) && (Column_add < (11'd 256 + 11'd200)))?
				    (Column_add[10:0] - 11'd200) : 11'd 0;
				m <= (end_Ready_sig && ((11'd0 + 11'd100) < Row_add ) && (Row_add < (11'd 256 + 11'd100)))?
				    (Row_add[10:0] - 11'd100) : 11'd 0;		
			end	
	end
	assign Rom_add = m;
	assign end_Vga_red = (end_Ready_sig) ? ( (Rom_data[11'd 255 - n]) ? 1'b0 : 1'b0 ) : 1'd 0;
	assign end_Vga_green = (end_Ready_sig) ? ( (Rom_data[11'd 255 - n]) ? 1'b0 : 1'b0 ) : 1'd 0;
	assign end_Vga_blue = (end_Ready_sig) ? ( (Rom_data[11'd 255 - n]) ? 1'b1 : 1'b0 ) : 1'b0;
endmodule 
==> impl_metrics.env <==
# yosys + openroad results
export IMPL_cts_setup_buffers=0
export IMPL_yosysWarningCount=1
export IMPL_yosys_top_cells_area="mux4_2 30%, dfrtp_1 15%, mux2i_1 12%, o221ai_1 4.2%, nor2_1 3.1%"
export IMPL_fin_area_sq_um=6400
export IMPL_max_freq_mhz=168
export IMPL_syn_area_sq_um=3110
export IMPL_numCtsBuffers=3
export IMPL_crit_chain="clkdlybuf4s50_1 -> mux4_2 -> mux4_2 -> nor2_1 -> nand2_1 -> o31a_1 -> o2111ai_1 -> o41ai_1 -> clkdlybuf4s50_1"
export IMPL_track_usage_pct=10.6
export IMPL_max_stage_delay_ns=0.51
export IMPL_cts_clk_slew_worst_paths_ns=0.05
export IMPL_totalWireLength_um=19100
export IMPL_crit_slowest_cell="mux4_2"
export IMPL_yosys_area_top_type="mux4_2"
export IMPL_grt_pass1_vias=4177
export IMPL_slew_viol_final=0
export IMPL_setup_viol=0
export IMPL_netlist_instances=304
export IMPL_ctsResizeCount=0
export IMPL_dr_pass1_iters=4
export IMPL_ys_cells=304
export IMPL_max_vdd_ir_drop_v=0.0000523
export IMPL_critPathRequiredTime_ns=6.96
export IMPL_final_cells=921
export IMPL_clock_sinks=19
export IMPL_die_size_y_um=186
export IMPL_crit_path_max_fanout=1
export IMPL_crit_path_start_kind="input pin"
export IMPL_synth_distinct_cells=54
export IMPL_endpoint_kind="output pin"
export IMPL_postCtsHoldBufs=0
export IMPL_p_sw_share_pct=22.5
export IMPL_synth_yosys_seq_area_share_pct=15.3
export IMPL_portBuffers=292
export IMPL_pwr_share_comb_pct=52.0
export IMPL_cts_tree="yes"
export IMPL_async_flop_share_pct=100
export IMPL_status="finished, final reports clean"
export IMPL_hold_viol=0
export IMPL_tns_ns=0
export IMPL_post_dp_cell_area_sq_um=6320
export IMPL_wl_per_cell_um=20.8
export IMPL_cp_num_buf_inv=2
export IMPL_row_count=60
export IMPL_placedCellCount=916
export IMPL_fillers=2885
export IMPL_fp_util_pct=11.5
export IMPL_p_switching_uw=87.2
export IMPL_ys_flops=19
export IMPL_antenna_found_initial=2
export IMPL_io_pins=295
export IMPL_post_dp_hpwl_um=16600
export IMPL_internal_power_uw=301
export IMPL_cts_buffer_depth=2
export IMPL_seqPwrFrac_pct=24.0
export IMPL_layout_min_cycle_time_ns=5.95
export IMPL_cts_max_level=1
export IMPL_grt_max_degree=42
export IMPL_enable_flop_cells=0
export IMPL_route_detailed_drc=0
export IMPL_hold_ws_ns=1.82
export IMPL_cellPowerDensity_nw_per_um2=60.7
export IMPL_routed_via_density=4.05
export IMPL_critPathKind="input pin to output pin"
export IMPL_yosysTopAreaCellShare_pct=30.4
export IMPL_grt_pass1_wl_um=26800
export IMPL_cts_root_buffer="clkbuf_16"
export IMPL_critPathTopFamily="multiplexers"
export IMPL_max_cap_violations=0
export IMPL_warning_count=27
export IMPL_vias=3727
export IMPL_rsz0062_at_grt="no"
export IMPL_die_w_um=186
export IMPL_area_growth_pct=106
export IMPL_slew_headroom_pct=47.7
export IMPL_flop_cell="dfrtp_1"
export IMPL_synth_area_per_cell_sq_um=10.2
export IMPL_hold_class="input pin to async pin"
export IMPL_core_area_sq_um=27000
export IMPL_p_leak_nw=2.16
export IMPL_worstMarginPinSlew_ns=0.785
export IMPL_arrival_ns=4.21
export IMPL_die_area_sq_um=34600
export IMPL_regArea_sq_um=480
export IMPL_layout_drive_gt1_share_pct=10.4
export IMPL_yosys_area_sq_um=3110
export IMPL_logic_area_sq_um=2390
export IMPL_drt_iter0_drc=146
export IMPL_gp_congestion=0.862
export IMPL_antenna_left=0
export IMPL_final_period_utilization_pct=68.4
export IMPL_overflow=0
export IMPL_clock_power_share_pct=24.0
export IMPL_cp_depth=9
==> flip-flops by register name (all words and copies together), names as in the netlist <==
signal,cells
m,11
n,8
==> power groups by stage <==
stage | sequential (mW) | clock (mW) | combinational, mW
after global routing | 0.0933 | 0.0987 | 0.218
final | 0.0930 | 0.0933 | 0.202
after CTS | 0.0932 | 0.0951 | 0.206
==> how the worst max path moves through the flow <==
stage / start / to
5_1_grt: Rom_data[48] / end_Vga_blue
6_report: Rom_data[48] / end_Vga_blue
4_1_cts: Rom_data[37] / end_Vga_blue
==> layout make-up <==
type	count	share of cell area, %
flip-flops and latches	19	7.51
clock buffers	4	1.23
well taps	341	6.67
repair buffers	298	46.4
diodes	1	0.0391
inverters	14	0.821
multi-input cells	244	37.3
==> logic make-up (layout without fill, tap and decap cells) <==
family	count (synthesis)	in the layout	synth area share [%]
DFF	19	19	15.3
xor gates and xnor gates	5	5	1.41
and+or+nand+nor	74	74	11.6
adders and majority gates	4	4	1.61
muxes	86	86	44.9
other	1	4	0.121
buffers and inverters	43	316	8.01
AOI/OAI and AO/OA	72	72	17.0
==> metrics by stage <==
stage | worst slack (ns) | utilization [%] | power (mW)
4_1_cts | 2.70 | 23.7 | 0.394
2_1_floorplan | 3.86 | - | 0.150
3_3_place_gp | 2.72 | 23.4 | 0.298
5_1_grt | 2.63 | 23.7 | 0.410
3_5_place_dp | 2.70 | 23.4 | 0.300
6_report | 2.75 | 23.7 | 0.388
==> routing by layer <==
layer,global-route usage [%],share of wire [%],up-vias
met5,0,0.037,-
met4,0.645,0.64,2
met3,3.39,10,8
met2,18.5,50,178
met1,12.9,39,1754
li1,-,-,1785
==> layout by cell type (no fill, tap or decap), types with 6 or more instances in the layout <==
master,count
mux2_2,7
clkdlybuf4s50_1,292
nor2_1,26
dfrtp_1,17
nand2b_1,6
nand2_1,14
mux2i_1,37
o221ai_1,15
o22ai_1,7
buf_4,6
inv_1,14
nand3_1,7
mux4_2,42
a21oi_1,13
a221oi_1,6
==> cell usage after synthesis, types with 2 or more instances <==
cell,instances
mux4_2,42
mux2i_1,37
nor2_1,26
dfrtp_1,19
o221ai_1,15
inv_1,14
nand2_1,14
a21oi_1,13
buf_2,10
buf_6,7
clkbuf_1,7
mux2_2,7
nand3_1,7
o22ai_1,7
a221oi_1,6
nand2b_1,6
a31oi_1,4
ha_1,4
nand4_1,4
nor3_1,4
o21ai_0,4
a22oi_1,3
buf_4,3
nor4b_1,3
xnor2_1,3
a211oi_1,2
and3_1,2
o2111ai_1,2
o211ai_1,2
or3_1,2
xor2_1,2
Power is estimated from default activity; no workload was simulated.
