**flow/design.v**
```verilog
	module Smg_display_module 
(
	input Clk_50mhz, 
	input Rst_n, 
	input Body_add_sig, 
	input [2:0] Game_status, 
	input Apple_type,
	output reg [7:0] Smg_duan, 
	output reg [3:0] Smg_we 
);
	reg [15:0] Points; 
	reg [31:0] Count1; 
	reg apple_type;
	parameter   _END = 3'b100;
	always@(posedge Clk_50mhz)begin
		if(Apple_type==1)
			apple_type<=1;
		else
			apple_type<=0;
	end
	always@(posedge Clk_50mhz or negedge Rst_n)
	begin
		if(!Rst_n)
		begin
			Smg_duan <= 8'd0;
			Count1 <= 32'd0;
			Smg_we <= 4'b0000;	
		end
		else
		begin
			if(Count1 == 32'd5_0000) 
			begin
				Smg_we <= 4'b1110; 
				Count1 <= Count1 + 32'd1; 
				case(Points[3:0]) 
					4'b0000:
								Smg_duan <= 8'b1100_0000;
					4'b0001:
								Smg_duan <= 8'b1111_1001;
					4'b0010:
								Smg_duan <= 8'b1010_0100;
					4'b0011:
								Smg_duan <= 8'b1011_0000;
					4'b0100:
								Smg_duan <= 8'b1001_1001;
					4'b0101:
								Smg_duan <= 8'b1001_0010;
					4'b0110:
								Smg_duan <= 8'b1000_0010;
					4'b0111:
								Smg_duan <= 8'b1111_1000;
					4'b1000:
								Smg_duan <= 8'b1000_0000;
					4'b1001:
								Smg_duan <= 8'b1001_0000;
				endcase
			end
			else if(Count1 == 32'd10_0000) 
					begin
						Smg_we <= 4'b1101; 
						Count1 <= Count1 + 32'd1; 
						case(Points[7:4]) 
							4'b0000:
											Smg_duan <= 8'b1100_0000;
							4'b0001:
											Smg_duan <= 8'b1111_1001;
							4'b0010:
											Smg_duan <= 8'b1010_0100;
							4'b0011:
											Smg_duan <= 8'b1011_0000;
							4'b0100:
											Smg_duan <= 8'b1001_1001;
							4'b0101:
											Smg_duan <= 8'b1001_0010;
							4'b0110:
											Smg_duan <= 8'b1000_0010;
							4'b0111:
											Smg_duan <= 8'b1111_1000;
							4'b1000:
											Smg_duan <= 8'b1000_0000;
							4'b1001:
											Smg_duan <= 8'b1001_0000;							
						endcase
					end
			else if(Count1 == 32'd15_0000) 
					begin
						Smg_we <= 4'b1011;
						Count1 <= Count1 + 32'd1; 
						case(Points[11:8]) 
							4'b0000:
										Smg_duan <= 8'b1100_0000;
							4'b0001:
										Smg_duan <= 8'b1111_1001;
							4'b0010:
										Smg_duan <= 8'b1010_0100;
							4'b0011:
										Smg_duan <= 8'b1011_0000;
							4'b0100:
										Smg_duan <= 8'b1001_1001;
							4'b0101:
										Smg_duan <= 8'b1001_0010;
							4'b0110:
										Smg_duan <= 8'b1000_0010;
							4'b0111:
										Smg_duan <= 8'b1111_1000;
							4'b1000:
										Smg_duan <= 8'b1000_0000;
							4'b1001:
										Smg_duan <= 8'b1001_0000;				
						endcase
					end
			else if(Count1 == 32'd20_0000) 
					begin
						Count1 <= 32'd0; 
						Smg_we <= 4'b0111;
						case(Points[15:12]) 
							4'b0000:
										Smg_duan <= 8'b1100_0000;
							4'b0001:
										Smg_duan <= 8'b1111_1001;
							4'b0010:
										Smg_duan <= 8'b1010_0100;
							4'b0011:
										Smg_duan <= 8'b1011_0000;
							4'b0100:
										Smg_duan <= 8'b1001_1001;
							4'b0101:
										Smg_duan <= 8'b1001_0010;
							4'b0110:
										Smg_duan <= 8'b1000_0010;
							4'b0111:
										Smg_duan <= 8'b1111_1000;
							4'b1000:
										Smg_duan <= 8'b1000_0000;
							4'b1001:
										Smg_duan <= 8'b1001_0000;					
						endcase
					end				
			else
				Count1 <= Count1 + 32'd1;
		end	
	end
	reg Eaten_sig; 
	always @ (posedge Clk_50mhz or negedge Rst_n)
	begin
		if(!Rst_n)
		begin
			Points <= 16'd0;
			Eaten_sig <= 1'd0;
		end
		else if(Game_status == _END)
				Points <= 16'd0;
		else 
		begin
			case(Eaten_sig)
				1'd0		:
				begin
					if(Body_add_sig) 
					begin
						if(apple_type==0)begin
							if(Points[3:0] < 4'd9) 
								Points[3:0] <= Points[3:0] + 4'd1;
							else begin
								Points[3:0] <= 4'd0; 
								if(Points[7:4] < 4'd9)
									Points[7:4] <= Points[7:4] + 4'd1;
								else begin
									Points[7:4] <= 4'd0; 
									if(Points[11:8] < 4'd9)
										Points[11:8] <= Points[11:8] + 4'd1;
									else begin
										Points[11:8] <= 4'd0; 
										Points[15:12] <= Points[15:12] + 4'd1;
									end
								end
							end								
						end else begin
							if(Points[3:0]<4'd8)begin
								Points[3:0]<=Points[3:0]+4'd2;
							end else begin
								if(Points[3:0]==4'd8)begin
									Points[3:0]<=4'd0;
									if(Points[7:4]==4'd9)begin
										if(Points[11:8]==4'd9)begin
											Points[11:8]<=0;
											Points[7:4]<=0;
											Points[15:12]<=Points[15:12]+1;
										end else begin
											Points[11:8]<=Points[11:8]+1;
										end
									end else begin
										Points[7:4]<=Points[7:4]+1;
									end
								end else if(Points[3:0]==4'd9)begin
									Points[3:0]<=4'd1;
									if(Points[7:4]==4'd9)begin
										if(Points[11:8]==4'd9)begin
											Points[11:8]<=0;
											Points[7:4]<=0;
											Points[15:12]<=Points[15:12]+1;
										end else begin
											Points[11:8]<=Points[11:8]+1;
										end
									end else begin
										Points[7:4]<=Points[7:4]+1;
									end
								end
							end
						end
						Eaten_sig <= 1'd1;
					end
				end
				1'd1		:
					if(!Body_add_sig) 
						Eaten_sig <= 1'd0;	
			endcase
		end							
	end	
endmodule
```
**flow/run.sh**
```bash
#!/bin/bash
# OpenROAD 26Q1-2900-gdf79404cd8, Yosys 0.63+post, stock flow scripts
make -C /OpenROAD-flow-scripts/flow DESIGN_CONFIG=/design/flow/config.mk WORK_HOME=/design/flow/orfs finish
```
**flow/config.mk**
```make
export PLATFORM = sky130hd
export DESIGN_NAME = Smg_display_module
export DESIGN_NICKNAME = Smg_display_module
export VERILOG_FILES = /design/flow/design.v
export SDC_FILE = /design/flow/constraint.sdc
export NUM_CORES = 4
export LEC_CHECK = 1
export CORE_UTILIZATION = 50
```
**flow/constraint.sdc**
```tcl
current_design Smg_display_module

set clk_period 4.9
set clk_io_pct 0.2

create_clock -name clk0 -period $clk_period [get_ports {Clk_50mhz}]

set non_clock_inputs [all_inputs -no_clocks]
set_input_delay [expr $clk_period * $clk_io_pct] -clock clk0 $non_clock_inputs
set_output_delay [expr $clk_period * $clk_io_pct] -clock clk0 [all_outputs]
```
==> summary.txt <==
Here are the numbers from the latest Yosys + OpenROAD run.

Counting instances, the worst hold path has a depth of 1. Yosys mapped a number of flops with a built-in enable equal to 0. The Yosys chip area came out at 0.00421 mm².

The clock input transition at the sequential cells of the worst setup and hold paths came out at 70 ps. Per the OpenROAD floorplan log, the width of the die is about 94 µm. The layout report lists the multi-input gate area as about 0.0025 mm². The async set-reset flop share out of synthesis came out at 98.4%.

The synthesis report names the predominant flop master as dfrtp_1. The number of clock sinks seen by CTS is just over 60. The highest metal layer carrying signal wires in the routed design is met4. The share of the Yosys chip area taken by registers is 36.7%. The DRC violation total after the first TritonRoute iteration is 139.

The overall track demand over capacity in global routing came out at 22.2%. The measured slew at the worst slew-check pin came out at 692 ps. The later-pin clock latency in the skew report came out at 340 ps. The maximum number of pins on one net before global-route repair came out at 33.

The initial utilization of the core area, before any placement, comes to 51.5%. The run finished with clean final reports. The wire length after detailed routing came out at 9110 µm. The required time at the worst-slack endpoint came out at approximately 5000 ps. The summed negative setup slack over all endpoints came out at 0 ps. Per the timing report, the most critical flop-to-flop path finishes at Smg_duan[4]$_DFFE_PN0P_.

The final worst-path cycle share came out at 55.1%. The number of instances in the synthesized netlist is between 400 and 500. The type recorded for the worst min-delay path is flip-flop to flip-flop. For this run, the top clock speed supported by timing is 370 MHz. The number of gates resized after CTS was 0. The detailed-route DRC error count is 0. The iteration count recorded for the first detailed-route pass is 4.

The placeable core region is 0.00818 mm². STA shows the worst min-delay path finishing at Smg_duan[7]$_DFFE_PN0P_. The startpoint identified for the worst hold timing path is Smg_duan[7]$_DFFE_PN0P_. In this run the clock root is driven by a clkbuf_8.

Looking at the reg2reg group, the worst path starts from Count1[20]$_DFF_PN0_. The worst setup path is launched from an input port. The stage-log warning count is slightly above 40. The most used standard cell by instance count after synthesis is dfrtp_1. The height of the die is between 90 and 100 µm. Recorded from the global router log, the overflow total was 0. The number of clock buffers inserted by TritonCTS is 9.

The setup path with the least slack is of type input port to flip-flop. The count of antenna-violating nets left after detailed routing is 0. Per the detail_route report, inserted antenna diodes total 0. The synthesized netlist occupies a cell area of about 0.0042 mm².

The number of cells on the worst reg-to-reg path is 6. Power comes to 1.63 mW. The static leakage power came out at just under 2 nW. In the final routed layout, each cell accounts on average for 15.4 µm. Hold repair after CTS inserted 0 buffers. Setup repair after global routing left no endpoint under its margin.

The number of I/O port buffers is 18. The count of boundary I/O pins is 19. The congestion estimate from routability-driven global placement came to between 0.8 and 0.9.

The number of maximum-capacitance constraint violations is 0. The cell total in the yosys stat output is 465. For reference, the final report shows the max-slew violation count at 0. The commonest cells after synthesis are dfrtp_1 (61), nor2_1 (58), o21ai_0 (37).

The area share of the largest cell type after synthesis came out at a little over a third. The synthesized flop and latch total came out at 62. The main area contributors are dfrtp_1 (36%), ha_1 (6.5%), nor2_1 (5.2%), o21ai_0 (4.4%), xnor2_1 (3.9%). For this run, the detailed router reports a per-instance via density of 5.71. The die footprint is 0.00880 mm². The via count of the first global-routing pass came out at 2979. The normalized max-slew margin came out at ~54%. In the final layout, the share of cells above drive strength 1 is 9.90%.

The distinct cell type count after synthesis came out at 67. The count of final setup violators came out at 0. In this run the register-to-register setup slack is 2250 ps. The average size of a mapped cell is between 9 and 10 µm². The clock tree from TritonCTS is built. The number of antenna violations at the first check in global routing came out at 0. Looking at the VDD voltage map, the peak drop is roughly 0.28 mV.

Dividing total power by cell area gives a power density of ~350 mW/mm². The share of the core filled with cells came out at 56.5%. The signal arrival time at the worst endpoint is 2940 ps.

The number of buffers added for setup after CTS is 0. The final critical delay including setup and external delays came out at 2700 ps. The count of fill cells added during filler insertion is 717. The maximum fanout count along the critical path is 14. The count of synthesis-stage warnings from yosys is 1. The hold violation count in the final report is 0. The first-pass GRT wire length came out at ~15000 µm. The area used by sequential logic in the layout came out at 0.00155 mm². After floorplanning, the core was divided into 33 placement rows. The met3 wire length came out at 297 µm.

Relative to the synthesized area, the layout overhead comes to 9.59%. The placed wire-length estimate is 6640 µm. The CTS H-tree depth is 3. The beginning of the critical path is Game_status[2]. For the final database, setup skew stands at 12.0 ps. The total via count after detailed routing is 3370. In the detailed route, the total length drawn on met2 is around 3800 µm. The detailed router put a total of 4940 µm of wire on met1. Summed over all instances, the cell type with the most area after synthesis is dfrtp_1.

The worst setup path is captured at a flip-flop. No sink is reached through more buffers than the 2 on the longest clock path.
how the worst max path moves through the flow:
stage                         end  slack (ps)  cells after the start
5_1_grt   Smg_duan[3]$_DFFE_PN0P_        2010                      6
4_1_cts     Points[7]$_DFFE_PN0P_        2210                      8
6_report    Points[7]$_DFFE_PN0P_        2200                      8
registers in the layout, summed over array words and instances (netlist names):
signal	cells
Smg_we	4
Smg_duan	8
Points	16
apple_type	1
Count1	32
Eaten_sig	1
cells in the final DEF (no fill, tap or decap), types with 3 or more instances in the layout:
master and n:
dfrtp_1 61, nor2_1 58, o21ai_0 37, nand2_1 31, a21oi_1 24, ha_1 22, nand3_1 21, inv_1 19
xnor2_1 19, clkdlybuf4s50_1 17, nor3_1 13, xor2_1 10, nor2b_1 9, clkbuf_8 9, nand2b_1 8, nand4_1 7
nor3b_1 7, or2_2 6, or3_1 6, a21o_1 5, a31oi_1 5, a211oi_1 4, o31ai_1 4, a2bb2oi_1 4
or4_1 3, nor4_2 3, o22ai_1 3, o211ai_1 3, mux2_4 3, buf_4 3
metrics by stage:
step | area, µm² | instances | hold slack [ps] | setup WS, ps
2_1_floorplan | 4210 | 465 | 407 | 2310
3_5_place_dp | 4450 | 574 | 455 | 1870
5_1_grt | 4620 | 590 | 495 | 2010
6_report | 4620 | 590 | 461 | 2200
3_3_place_gp | 4450 | 574 | 450 | 1920
4_1_cts | 4620 | 590 | 469 | 2210
area by class of cell:
cell class	instances	share of cell area, %
Multi-Input combinational cell	367	54.2
Clock inverter	5	0.759
Timing Repair Buffer	21	4.28
Tap cell	105	2.84
Sequential cell	62	33.5
Clock buffer	11	2.84
Inverter	19	1.54
power breakdown:
part	total, mW	internal, mW	switching (mW)
registers	0.656	0.554	0.102
logic	0.579	0.241	0.338
clock network	0.390	0.185	0.206
layer usage:
layer | vias up | track usage (%)
li1 | 1704 | -
met3 | 9 | 2.47
met2 | 57 | 30.8
met4 | 0 | 2.44
met5 | - | 0
met1 | 1600 | 39.3
worst max-delay path, stage by stage:
cell             delay, ps
clkdlybuf4s50_1        450
nor3b_1                170
buf_4                  230
nand2b_1               180
a21o_1                 120
o211ai_1               200
or2_2                  370
o31ai_1                240
cell families (layout without fill, tap and decap cells):
kind of cell | after synthesis | in the layout | synth area share, %
adder cells (fa/ha/maj) | 22 | 22 | 6.53
multiplexers | 7 | 7 | 2.08
XOR/XNOR | 29 | 29 | 6.03
AND-OR/OR-AND | 111 | 111 | 17.9
AND/OR/NAND/NOR | 198 | 198 | 26.9
buffers and inverters | 36 | 56 | 3.86
flip-flops | 62 | 62 | 36.7
Power figures rest on the tool's default switching activity, not on a simulated workload.
